===== flow/run.sh =====
#!/bin/bash
# OpenROAD 26Q1-2900-gdf79404cd8, Yosys 0.63+post, stock flow scripts
make -C /OpenROAD-flow-scripts/flow DESIGN_CONFIG=/design/flow/config.mk WORK_HOME=/design/flow/orfs finish

===== flow/config.mk =====
export PLATFORM = sky130hd
export DESIGN_NAME = flappybirdcore
export DESIGN_NICKNAME = flappybirdcore
export VERILOG_FILES = /design/flow/design.v
export SDC_FILE = /design/flow/constraint.sdc
export NUM_CORES = 4
export LEC_CHECK = 1
export CORE_UTILIZATION = 50

===== flow/constraint.sdc =====
current_design flappybirdcore

set clk_period 4.8
set clk_io_pct 0.2

create_clock -name clk0 -period $clk_period [get_ports {clk}]

set non_clock_inputs [all_inputs -no_clocks]
set_input_delay [expr $clk_period * $clk_io_pct] -clock clk0 $non_clock_inputs
set_output_delay [expr $clk_period * $clk_io_pct] -clock clk0 [all_outputs]

===== flow/design.v =====
module flappybirdcore(clk, reset, start, flap, tick, bird_y, pipe1_x, pipe1_gap, pipe2_x, pipe2_gap, score, hit, q_I, q_flap, q_hitrest, q_hit);
	input clk, reset, start, flap, tick; 
	output reg [9:0] bird_y, pipe1_x, pipe1_gap, pipe2_x, pipe2_gap;	
    output reg [7:0] score;
    output reg hit;
	output q_I, q_flap, q_hitrest, q_hit;
	reg [3:0] state;
	assign {q_hit, q_hitrest, q_flap, q_I} = state;
	localparam 	
	I = 4'b0001, 
    FLAP = 4'b0010, 
    HITREST = 4'b0100, 
    HIT = 4'b1000;
    reg pipe1_scored, pipe2_scored;
    localparam PIPE_SPEED = 2;
    localparam SCREEN_WIDTH = 640;
    localparam BIRD_X = 320;  
    localparam PIPE_WIDTH = 40;
    localparam GAP_HEIGHT = 120;     
    localparam GROUND_Y = 460;  
    localparam BIRD_WIDTH  = 20;
    localparam BIRD_HEIGHT = 20;
    integer birdleft, birdright;
    integer pipeleft1, pipeleft2;
    integer piperight1, piperight2;
    integer bottomofgap1, bottomofgap2;
    integer topofgap1, topofgap2;
	always @ (posedge clk, posedge reset)
	begin 
		if(reset) 
		  begin
			state <= I;
            bird_y <= 240;  
            pipe1_x <= 500;  
            pipe1_gap <= 150;  
            pipe2_x <= 800;  
            pipe2_gap <= 180;  
            score <= 0;
            pipe1_scored <= 0;
            pipe2_scored <= 0;
            hit <= 0;
		  end
		else if (tick) 
            begin  
				case(state)	
					I: begin
                        hit<= 0;
						if (start) begin 
                            state <= FLAP;
                        end 
					end	
					FLAP: begin
                       if(flap)
                            bird_y <= bird_y - 20;
                        else
                            bird_y <= bird_y + 2;  
                        if(bird_y < 0)
                            bird_y <= 10;  
                        pipe1_x <= pipe1_x - PIPE_SPEED;
                        pipe2_x <= pipe2_x - PIPE_SPEED;
                        if(pipe1_x + PIPE_WIDTH < 0) 
                            begin 
                                pipe1_x <= SCREEN_WIDTH + 50;  
                                pipe1_gap <= 150;  
                                pipe1_scored <= 0;
                            end 
                        if(pipe2_x + PIPE_WIDTH < 0) 
                            begin 
                                pipe2_x <= SCREEN_WIDTH + 50; 
                                pipe2_gap <= 150; 
                                pipe2_scored <= 0;
                            end 
                        if(!pipe1_scored && (pipe1_x + PIPE_WIDTH < BIRD_X))
                            begin 
                                score <= score + 1;  
                                pipe1_scored <= 1;
                            end 
                        if(!pipe2_scored && (pipe2_x + PIPE_WIDTH < BIRD_X))
                            begin 
                                score <= score + 1;
                                pipe2_scored <= 1;
                            end
                        birdleft = BIRD_X;
                        birdright = BIRD_X + BIRD_WIDTH;
                        pipeleft1 = pipe1_x;
                        pipeleft2 = pipe2_x;
                        piperight1 = pipe1_x + PIPE_WIDTH;
                        piperight2 = pipe2_x + PIPE_WIDTH;
                        bottomofgap1 = pipe1_gap;
                        topofgap1 = pipe1_gap + GAP_HEIGHT;
                        bottomofgap2 = pipe2_gap;
                        topofgap2 = pipe2_gap + GAP_HEIGHT;
                        if((birdright >= pipeleft1) && (birdleft <= piperight1))
                            begin
                                if(!((bird_y >= bottomofgap1) && (bird_y + BIRD_HEIGHT <= topofgap1)))
                                    begin
                                        hit<= 1;
                                    end
                            end
                        if((birdright >= pipeleft2) && (birdleft <= piperight2))
                            begin
                                if(!((bird_y >= bottomofgap2) && (bird_y + BIRD_HEIGHT <= topofgap2)))
                                    begin
                                        hit<= 1;
                                    end
                            end
                        if(bird_y + BIRD_HEIGHT >= GROUND_Y)
                            begin 
                                hit <=1;
                            end
                        if(hit)
                        begin
                            state <= HITREST;
                        end
                    end    
                    HITREST: begin 
                        bird_y <= bird_y + 3;  
                        if(bird_y + BIRD_HEIGHT >= GROUND_Y)
                            begin 
                                bird_y <= GROUND_Y - BIRD_HEIGHT;
                                state <= HIT;
                            end
                    end
                    HIT: begin 
                        if(start)
                            begin
                                state <= I;
                                bird_y <= 240; 
                                pipe1_x <= 500; 
                                pipe1_gap <= 150; 
                                pipe2_x <= 800; 
                                pipe2_gap <= 180; 
                                score <= 0;
                                pipe1_scored <= 0;
                                pipe2_scored <= 0;
                                hit <= 0;
                            end
                    end
                endcase
            end							  
    end 
endmodule

==> impl_metrics.tcl <==
# implementation run metrics
set metrics [dict create \
    fin_max_slew_vios 0 \
    ys_types 86 \
    timing.critical_path.to_type "register" \
    antenna_found_initial 0 \
    rows 31 \
    grt_pass1_vias 3065 \
    detailedRoute.firstPassIterationCount 4 \
    rsz0062_at_grt "false" \
    syn2layout_area_growth_pct 11.4 \
    route.final.wire_length_mm 9.31 \
    async_sr_flop_fraction_pct 100 \
    cts-root-buf "sky130_fd_sc_hd__clkbuf_8" \
    log_warnings 39 \
    post-route-drc-count 0 \
    timing_worst_slew_pin_value_ns 0.818 \
    ant_nets 0 \
    synthDominantAreaCellType "sky130_fd_sc_hd__dfrtp_1" \
    gp_congestion 0.877 \
    cts_hold_buffers 0 \
    synth_area_sq_um 3920 \
    post_synth_inst_count 465 \
    hpwl_mm 6.62 \
    ir_worst_vdd_mv 0.266 \
    ys_cells 465 \
    num_io_pins 68 \
    power-per-cell-area_nw_per_um2 624 \
    yosys-top-cells-count "sky130_fd_sc_hd__nand2_1 (44), sky130_fd_sc_hd__nor2_1 (34), sky130_fd_sc_hd__dfrtp_1 (29)" \
    register_area_sq_um 1090 \
    timing_hold_violations_final 0 \
    timing.critical_path.max_delay_family "simple AND/OR/NAND/NOR gates" \
    fp_util_pct 52.9 \
    cp_data_required_time_ns 5.03 \
    critPathKind "in2reg" \
    cp-start-kind "input pin" \
    multiInputGateArea_sq_um 2500 \
    critPathBufInv 1 \
    core-area_sq_um 7410 \
    post_synth_main_area_contributors "sky130_fd_sc_hd__dfrtp_1 (19%), sky130_fd_sc_hd__dfstp_2 (9.4%), sky130_fd_sc_hd__ha_1 (6.4%), sky130_fd_sc_hd__buf_4 (5.0%), sky130_fd_sc_hd__nand2_1 (4.2%)" \
    route.antenna.diode_count 0 \
    totalNegativeSetupSlack_ns 0 \
    htreeDepth 2 \
    routed_via_density 5.80 \
    count_of_fill_cells_added_during_filler_insertion 671 \
    ctsResizeCount 0 \
    grt_start_max_net_pins 44 \
    layout-drive-gt1-share_pct 9.39 \
    hold_class "reg2reg" \
    route.vias.total 3414 \
    cts_tree "done" \
    period_used_pct 57.8 \
    critical_path_s_slowest_cell "sky130_fd_sc_hd__clkdlybuf4s50_1" \
    final_cell_count_no_fill 589 \
    dp_cell_count 581 \
    leakagePower_nw 1.82 \
    timing.critical_path.fanout_max 11 \
    final_period_minus_worst_setup_slack_ns 2.78 \
    outcome "completed" \
    edf_count 0 \
    slew_limit_headroom_pct 45.0 \
    worstSkewPairLatency_ns 0.30 \
    drt_first_iter_violations 191 \
    synth.yosys.warnings 1 \
    cts_buffers 5 \
    skew_ns 0.00431 \
    delay_contributed_by_the_slowest_stage_of_the_critical_path_ns 0.58 \
    clkSinkCount 43 \
    grt.total_usage_pct 24.0 \
    cts.clk_slew.worst_paths_ns 0.09 \
    drv_cap 0 \
    synth_largest_type_area_fraction_pct 18.5 \
    dieWidth_um 90.6 \
    synth_top_cell_by_count "sky130_fd_sc_hd__nand2_1" \
    synth.yosys.seq_area_share_pct 27.9 \
    yosys_stat_chip_area_sq_um 3920 \
    route.detailed.wl_per_inst_um 15.8 \
    max_clock_freq_ghz 0.360 \
    hold_ws_ns 0.523 \
    wire_length_of_the_first_global_routing_pass_mm 15.7 \
    die_area_sq_um 8200 \
    setup_viol 0 \
    avgSynthCellArea_sq_um 8.44 \
    ff_type "sky130_fd_sc_hd__dfrtp_1" \
    flops_latches_synth 43 \
    globalRoute.totalOverflow 0 \
    dieHeight_um 90.6 \
    port-buffer-count 45 \
    cts_setup_buffers 0 \
    worstPathArrival_ns 3.01 \
    clk_path_buf_depth 2 \
    cells_along_the_critical_path "clkdlybuf4s50_1, and3b_1, o211a_4, nand4_4, or3_4, or4_1, nand3_1" \
]
[registers in the layout, summed over array words and instances (netlist names)]
name	count
bird_y	10
pipe1_x	9
pipe2_x	9
score	8
state	4
hit	1
pipe1_scored	1
pipe2_scored	1
[final cells by class]
cell class | count | share of cell area (%)
Clock buffer | 7 | 1.75
Clock inverter | 1 | 0.687
Inverter | 20 | 1.72
Multi-Input combinational cell | 372 | 57.3
Sequential cell | 43 | 25.0
Tap cell | 99 | 2.84
Timing Repair Buffer | 47 | 10.7
[where the power goes]
group          switching, W  leakage, nW  internal [W]
combinational      0.000726         1.26      0.000763
clock              0.000132       0.0524      0.000156
sequential         0.000396        0.508      0.000555
[metal layers]
layer | track usage [%] | share of wire (%)
met5 | 0 | 0
met4 | 2.82 | 0.90
met3 | 2.82 | 3.6
met1 | 39.0 | 50
met2 | 36.4 | 46
[cell usage in the layout (no fill, tap or decap), types with 3 or more instances in the layout]
cell type	count
sky130_fd_sc_hd__clkbuf_8	5
sky130_fd_sc_hd__xor2_1	12
sky130_fd_sc_hd__dfstp_2	14
sky130_fd_sc_hd__a31oi_1	8
sky130_fd_sc_hd__a21oi_1	18
sky130_fd_sc_hd__nor3b_1	4
sky130_fd_sc_hd__o31a_1	3
sky130_fd_sc_hd__and3_1	9
sky130_fd_sc_hd__conb_1	22
sky130_fd_sc_hd__xnor2_1	11
sky130_fd_sc_hd__nand2b_1	11
sky130_fd_sc_hd__mux2i_1	6
sky130_fd_sc_hd__o22ai_1	5
sky130_fd_sc_hd__nor4_1	3
sky130_fd_sc_hd__or3_1	5
sky130_fd_sc_hd__and2_1	6
sky130_fd_sc_hd__dfrtp_1	29
sky130_fd_sc_hd__nor2_1	34
sky130_fd_sc_hd__o31ai_1	3
sky130_fd_sc_hd__a21o_1	5
sky130_fd_sc_hd__inv_1	19
sky130_fd_sc_hd__ha_1	20
sky130_fd_sc_hd__clkdlybuf4s50_1	45
sky130_fd_sc_hd__nand3_1	13
sky130_fd_sc_hd__o211ai_1	7
sky130_fd_sc_hd__nand4b_1	3
sky130_fd_sc_hd__nor3_1	8
sky130_fd_sc_hd__nor2b_1	4
sky130_fd_sc_hd__nand2_1	44
sky130_fd_sc_hd__nand3b_1	9
sky130_fd_sc_hd__o21ai_1	5
sky130_fd_sc_hd__o21ai_0	28
sky130_fd_sc_hd__nand4_1	4
[worst min-delay path: stages (launching register included)]
cell                      delay, ns
sky130_fd_sc_hd__dfrtp_1       0.36
sky130_fd_sc_hd__nor2_1        0.05
sky130_fd_sc_hd__nor2_1        0.07
[cell families (layout without fill, tap and decap cells)]
logic type	Yosys count	after routing	synth area share (%)
AOI/OAI and AO/OA	124	124	22.9
xor gates and xnor gates	23	23	5.14
adders and majority gates	20	20	6.38
buffers and inverters	70	75	10.2
DFF	43	43	27.9
muxes	7	7	1.82
other	2	22	0.191
and+or+nand+nor	176	176	25.5
[worst paths after layout]
kind	from	endpoint	slack, ns	cells after the start
max in group asynchronous	reset	bird_y[5]$_DFFE_PP1P_	3.31	3
hold reg to reg	pipe1_scored$_DFFE_PP0P_	pipe1_scored$_DFFE_PP0P_	0.52	2
setup / recovery	start	pipe2_x[8]$_DFFE_PP1P_	2.02	7
hold / removal	pipe1_scored$_DFFE_PP0P_	pipe1_scored$_DFFE_PP0P_	0.52	2
min in group asynchronous	reset	pipe2_x[3]$_DFFE_PP0P_	1.11	3
setup reg to reg	bird_y[3]$_DFFE_PP0P_	bird_y[5]$_DFFE_PP1P_	2.08	7
[metrics by stage]
stage               setup WS, ns  util (%)  power, W  instance area [sq um]
floorplan                   2.50         -   0.00194                   4000
global placement            1.73      57.5   0.00242                   4260
detailed placement          1.71      57.5   0.00243                   4260
CTS                         2.02      59.0   0.00274                   4370
global route                1.95      59.0   0.00298                   4370
finish                      2.02      59.0   0.00273                   4370
Power is estimated from default activity; no workload was simulated.
