**flow/run.sh**
```bash
#!/bin/bash
# OpenROAD 26Q1-2900-gdf79404cd8, Yosys 0.63+post, stock flow scripts
make -C /OpenROAD-flow-scripts/flow DESIGN_CONFIG=/design/flow/config.mk WORK_HOME=/design/flow/orfs finish
```
**flow/config.mk**
```make
export PLATFORM = sky130hd
export DESIGN_NAME = pipe_controller
export DESIGN_NICKNAME = pipe_controller
export VERILOG_FILES = /design/flow/design.v
export SDC_FILE = /design/flow/constraint.sdc
export NUM_CORES = 4
export LEC_CHECK = 1
export CORE_AREA = 10 10 101 101
export DIE_AREA = 0 0 111 111
```
**flow/constraint.sdc**
```tcl
current_design pipe_controller

set clk_period 3.6
set clk_io_pct 0.2

create_clock -name clk0 -period $clk_period [get_ports {clk}]

set non_clock_inputs [all_inputs -no_clocks]
set_input_delay [expr $clk_period * $clk_io_pct] -clock clk0 $non_clock_inputs
set_output_delay [expr $clk_period * $clk_io_pct] -clock clk0 [all_outputs]
```
**flow/design.v**
```verilog
`timescale 1ns / 1ps
module pipe_controller(
	input clk,  
	input bright,
	input rst,
	input up, input down, input left, input right,
	input [9:0] hCount, vCount, pipeHCount, pipeVCount,
	output reg [11:0] rgb,
	output reg [11:0] background
   );
	wire block_fill;
	wire pipe_fill;
	reg [9:0] xpos, ypos, pipeXPos, pipeYPos;
	reg start;  
	parameter RED   = 12'b1111_0000_0000;
	parameter GREEN = 12'b0000_1111_0000;
	always@ (*) begin
    	if(~bright )	 
			rgb = 12'b0000_0000_0000;
		else if (block_fill) 
			rgb = RED; 
	    else if (pipe_fill)
	       rgb = GREEN;
		else	
			rgb=background;
	end
	assign block_fill=vCount>=(ypos-5) && vCount<=(ypos+5) && hCount>=(xpos-5) && hCount<=(xpos+5);
	assign pipe_fill = vCount >= (pipeYPos - 200) && vCount <= (pipeYPos + 200) && hCount >= (pipeXPos - 20)  && hCount <= (pipeXPos + 20);
	always@(posedge clk, posedge rst) 
	begin
		if(rst)
		begin 
			start<=0;
			xpos<=450;
			ypos<=250;
			pipeXPos <=400;
			pipeYPos<=100;
		end
		else if (clk) begin
			if(up) begin
				ypos<=ypos-2;
				start<=1;
				if(ypos==34)
					ypos<=514;
			end
		    else if (start)begin
		      ypos<=ypos+3;
		      if(ypos==514)
		          ypos<=34;
		      pipeXPos <= pipeXPos-2;
		      if(pipeXPos==34)
		          pipeXPos=514;
		    end
		end
	end
	always@(posedge clk, posedge rst) begin
		if(rst)
			background <= 12'b1111_1111_1111;
		else 
			if(right)
				background <= 12'b1111_1111_0000;
			else if(left)
				background <= 12'b0000_1111_1111;
			else if(down)
				background <= 12'b0000_1111_0000;
			else if(up)
				background <= 12'b0000_0000_1111;
	end
endmodule
```
==> results.yml <==
# implementation run metrics
status:
  outcome: "finished, violations left"
  violations: "negative setup slack"
placement:
  post-dp-hpwl_um: 4700
  pre_cts_slack_ps: -350
  place_congestion: 0.902
  io_buffers: 50
  dpl_cell_area_mm2: 0.00267
setup_path:
  start_kind: "register"
  crit_type: "register to output pin"
  cp_max_fo: 3
  end_kind: "output pin"
  crit_required_ps: 2880
  cp.arrival_ps: 2900
  r2r_slack_ps: 1380
logic_synthesis:
  ys_types: 52
  synth_warnings: 1
  synth_area_leader_cell: "ha_1"
  post_synth.cell_area_avg_um2: 8.17
  netlist_top_cells_area: "ha_1 (17%), dfstp_2 (12%), buf_4 (7.1%), dfrtp_1 (6.6%), xnor2_1 (6.0%)"
  ys_chip_area_mm2: 0.00189
  yosys.area.top_type_share: 0.172
  yosys_cells: 232
  postSynthSeqShare: 0.191
  synthArstFlopShare: 1.00
  syn_inst: 232
  syn_area_mm2: 0.00189
  numSynthFlops: 14
  synthFlopType: "dfstp_2"
  synth-edff-count: 0
drt:
  drt_iter0_markers: 125
  antenna_cells_inserted: 0
  num_vias: 1942
  drc: 0
  drt_first_pass_iters: 4
  vias_per_cell: 4.61
  ant_nets: 0
  wl_um: 5830
  wl_per_cell_um: 13.8
floorplan:
  die_area_mm2: 0.0123
  core-area_mm2: 0.00813
  die_w_um: 111
  initCoreUtil: 0.233
  rows: 33
  boundaryPins: 71
  die_y_um: 111
power_and_ir_drop:
  ir_drop_mv: 0.208
  p_per_area_mw_per_mm2: 703
  p_leak_nw: 1.24
  power_mw: 2.03
clocking:
  cts_buffers: 3
  cts-root-buf: "clkbuf_8"
  cts_max_path_buffers: 2
  clock_latency_ps: 240
  clk_pin_slew_ps: 60
  htree_levels: 1
  hold_buffers: 0
  cts_tree: "done"
  clock-sinks: 14
grt:
  grt_max_degree: 15
  grt_pass1_vias: 1891
  antenna_found_initial: 0
  grt.total_usage: 0.0882
  overflow: 0
  grt_pass1_wl_um: 9360
final_layout:
  fillers: 793
  area_growth_pct: 52.5
  comb_area_mm2: 0.00145
  drive_gt1_frac: 0.342
  stdcell_area_mm2: 0.00289
  layout_top_cells: "buf_4 (55), clkdlybuf4s50_1 (38), nor2_1 (24)"
  lay_top_count: "buf_4"
  regArea_um2: 363
sta:
  fin_skew_ps: 5.27
  finalClockPeriodUsage: 1.00
  setup_viol_count_final: 10
  holdWs_ps: 601
  grt_setup_unrepaired: "yes"
  tightest_slew_ps: 582
  max_freq_mhz: 277
  setup_ws_ps: -15.2
  period_needed_ps: 3620
  timing.slew.headroom: 0.611
  hold_viol: 0
  finalMaxSlewViolations: 0
flow_run:
  warnings: 52
  cap_violations: 0
hold_path:
  hold_path.class: "register to register"
## layer usage
layer,global-route usage,wire (µm)
met5,0,0
met4,0.00521,13
met3,0.0104,256
met2,0.158,2850
met1,0.115,2700
## flip-flops by register name, indices dropped and copies added (netlist names)
name	flops
background	3
start	1
ypos	10
## synthesized netlist by cell type (all sizes together) (2+ instances only)
cell type	count
dfrtp	5
or3	3
or2	2
a21o	4
a21oi	15
clkbuf	3
nand2	12
nor2	25
o221ai	4
a211oi	2
buf	23
a41o	2
nand3	3
a211o	2
nor3	7
o211a	2
o21ai	12
inv	10
xor2	6
ha	26
nand2b	3
and3	2
a31oi	3
or4	2
nand4	6
dfstp	9
o31ai	2
o21a	3
nor2b	2
xnor2	13
a221oi	3
## final timing paths
kind | startpoint | endpoint | cells after the start
worst max-delay path | ypos[1]$_DFFE_PP1P_ | rgb[10] | 15
worst min-delay path | start$_DFFE_PP0P_ | ypos[1]$_DFFE_PP1P_ | 2
worst max register to register | ypos[1]$_DFFE_PP1P_ | ypos[5]$_DFFE_PP1P_ | 7
worst min register to register | start$_DFFE_PP0P_ | ypos[1]$_DFFE_PP1P_ | 2
max in group asynchronous | rst | ypos[2]$_DFFE_PP0P_ | 2
min in group asynchronous | rst | start$_DFFE_PP0P_ | 2
## cell type report
| class | instances | share of cell area |
|---|---|---|
| multi-input cells | 182 | 0.501 |
| well taps | 105 | 0.0455 |
| flip-flops and latches | 14 | 0.126 |
| repair buffers | 106 | 0.299 |
| clock buffers | 4 | 0.0156 |
| inverters | 10 | 0.0130 |
## cells by family (layout without fill, tap and decap cells)
| logic type | Yosys count | count (layout) | synth area share |
|---|---|---|---|
| adder cells (fa/ha/maj) | 26 | 26 | 0.172 |
| buffers and inverters | 36 | 120 | 0.116 |
| XOR/XNOR | 19 | 19 | 0.0878 |
| AND/OR/NAND/NOR | 74 | 74 | 0.200 |
| AND-OR/OR-AND | 63 | 63 | 0.233 |
| flip-flops | 14 | 14 | 0.191 |
## power by group
group | switching [mW] | internal, mW | total (mW) | leakage, nW
clock network | 0.0534 | 0.0782 | 0.132 | 0.0228
registers | 0.0795 | 0.234 | 0.313 | 0.152
logic | 0.742 | 0.842 | 1.58 | 1.07
total | 0.875 | 1.15 | 2.03 | 1.24
## critical path: stages (launching register included)
cell and delay (ps):
dfstp_2 550, buf_4 120, buf_4 110, ha_4 130, o21ai_2 60, nor2_1 130
xnor2_1 140, ha_1 270, a21o_1 180, a211o_1 260, a211oi_2 190, buf_4 150
o221ai_2 100, nand2_2 90, buf_6 90, buf_2 80
## timing repair
item	in CTS	in global routing
buffers inserted	12	0
setup endpoints to repair	12	12
resized	61	5
cloned	0	0
pin swaps	16	12
## metrics by stage
| stage | utilization | cells | setup TNS [ps] |
|---|---|---|---|
| after detailed placement | 0.329 | 405 | -3890 |
| final | 0.355 | 421 | -95.4 |
| after global placement | 0.329 | 405 | -3710 |
| after global routing | 0.355 | 421 | -1440 |
| after CTS | 0.352 | 421 | -721 |
| after floorplan | - | 232 | 0 |
No activity file was given, so power comes from the tool's default toggle rates.
